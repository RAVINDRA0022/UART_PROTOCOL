File: flow/config.mk
export PLATFORM = sky130hd
export DESIGN_NAME = BaudGen
export DESIGN_NICKNAME = BaudGen
export VERILOG_FILES = /design/flow/design.v
export SDC_FILE = /design/flow/constraint.sdc
export NUM_CORES = 4
export LEC_CHECK = 1
export CORE_AREA = 10 10 86 86
export DIE_AREA = 0 0 96 96
File: flow/constraint.sdc
current_design BaudGen

set clk_period 3.6
set clk_io_pct 0.2

create_clock -name clk0 -period $clk_period [get_ports {clk}]

set non_clock_inputs [all_inputs -no_clocks]
set_input_delay [expr $clk_period * $clk_io_pct] -clock clk0 $non_clock_inputs
set_output_delay [expr $clk_period * $clk_io_pct] -clock clk0 [all_outputs]
File: flow/design.v
`timescale 1ns / 1ps
module BaudGen (
    input  wire       clk,
    input  wire       rst,         
    input  wire [1:0] baud_rate,   
    output reg        baud_clk     
);
    localparam BAUD24  = 2'b00,
               BAUD48  = 2'b01,
               BAUD96  = 2'b10,
               BAUD128 = 2'b11;
    wire [13:0] final_value;
    assign final_value = (baud_rate == BAUD24)  ? 14'd10416 :   
                         (baud_rate == BAUD48)  ? 14'd5208  :   
                         (baud_rate == BAUD96)  ? 14'd2604  :   
                         (baud_rate == BAUD128) ? 14'd1952  :   
                                                  14'd0;
    reg [13:0] clk_ticks;
    always @(posedge clk or negedge rst) begin
        if (!rst) begin
            clk_ticks <= 14'd0;
            baud_clk  <= 1'b0;
        end else begin
            if (clk_ticks >= final_value) begin
                clk_ticks <= 14'd0;
                baud_clk  <= ~baud_clk;
            end else begin
                clk_ticks <= clk_ticks + 14'd1;
            end
        end
    end
endmodule
File: flow/run.sh
#!/bin/bash
# OpenROAD 26Q1-2900-gdf79404cd8, Yosys 0.63+post, stock flow scripts
make -C /OpenROAD-flow-scripts/flow DESIGN_CONFIG=/design/flow/config.mk WORK_HOME=/design/flow/orfs finish
==> flow_metrics.py <==
# Flow results
metrics = {
    "worst_setup_path": {
        "required_ns": 3.72,
        "cp_max_fo": 15,
        "cpMaxStageDelayCell": "clkdlybuf4s50_1",
        "worstPathCellList": "clkdlybuf4s50_1 > inv_1 > ha_1 > nor2_1 > ha_1 > a21o_1 > a211o_1 > a221o_2 > xor2_1",
        "cpMostUsedCell": "ha_1",
        "max_stage_delay_ns": 0.53,
        "cp-end-kind": "register",
        "cp_data_arrival_time_ns": 3.08,
        "startpoint_type": "input pin",
        "crit_type": "in -> reg",
    },
    "logic_synthesis": {
        "avgSynthCellArea_um2": 9.27,
        "synth-seq-cells": 15,
        "edf_count": 0,
        "yosysTopAreaCellShare_pct": 36.8,
        "largest_area_cell": "dfrtp_1",
        "ys_seq_share_pct": 36.8,
        "ys_cells": 110,
        "synthArstFlopShare_pct": 100,
        "yosys.cell_count.top_type": "nor2_1",
        "ys_chip_area_um2": 1020,
        "top_cells_by_count": "nor2_1, ha_1, dfrtp_1, inv_1, xnor2_1",
        "synthCells": 110,
        "synth.distinct_cells": 18,
        "ys.flop_type": "dfrtp_1",
        "synth_area_um2": 1020,
        "yosys_warnings": 1,
        "area_leaders": "dfrtp_1, ha_1, nor2_1",
    },
    "placed_design": {
        "place_inst": 185,
        "place_area_um2": 1140,
        "dp_hpwl_um": 1420,
        "gp_congestion": 0.822,
        "port_buffers": 4,
    },
    "finish": {
        "final_area_um2": 1180,
        "final_util_pct": 21.4,
        "instances_no_fill": 189,
        "syn2layout_area_growth_pct": 16.1,
        "layout-drive-gt1-share_pct": 3.42,
    },
    "clock_tree": {
        "cts_num_sinks": 15,
        "cts_resized": 0,
        "cts_tree": "done",
        "cts_root_buffer": "clkbuf_8",
        "cts_buffer_depth": 2,
        "postCtsHoldBufs": 0,
        "cts_made_buffers": 3,
        "post-cts-setup-buffer-count": 0,
        "clk-insertion-delay-late_ns": 0.25,
        "htree_levels": 1,
        "path_clk_slew_ns": 0.06,
    },
    "outcome": {
        "status": "complete, no violations",
    },
    "timing": {
        "finalCriticalPeriod_ns": 2.96,
        "slew_headroom_pct": 55.1,
        "slew_violations": 0,
        "rsz0062_at_grt": "no",
        "min_period_over_period_pct": 82.1,
        "fmax_ghz": 0.338,
        "fin_skew_ns": 0.00598,
        "worst_pin_slew_ns": 0.671,
        "fin_tns_setup_ns": 0,
        "finalSetupViolCount": 0,
        "hold_viol": 0,
    },
    "pwr": {
        "clockPowerShare_pct": 21.5,
        "internal_power_uw": 398,
        "p_leak_nw": 0.572,
        "switching_share_pct": 36.1,
        "pwr-share-comb_pct": 33.9,
        "ir_worst_vdd_uv": 144,
        "seq_power_share_pct": 44.5,
        "power.switching_uw": 224,
        "p_per_area_nw_per_um2": 526,
    },
    "floorplanning": {
        "initial_core_util_pct": 18.4,
        "fp.dieW_um": 96,
        "dieArea_um2": 9220,
        "die_h_um": 96,
        "core_um2": 5540,
        "ios": 5,
        "num_rows": 27,
    },
    "route": {
        "postRouteAntennaNets": 0,
        "drc": 0,
        "drtIter0Drc": 31,
        "first_pass_iters": 4,
        "diodes": 0,
        "avgViaCountPerCell": 3.86,
        "num_vias": 730,
        "routedWlPerCell_um": 9.88,
        "drt-total-wl_um": 1870,
    },
    "grt": {
        "track_usage_pct": 4.53,
        "grt_use_met3_pct": 1.18,
        "busiest_layer": "met2",
        "grt_pass1_vias": 747,
        "use_met2_pct": 6.67,
        "grt_pass1_wl_um": 3450,
        "met1_usage_pct": 6.67,
        "grt_start_max_net_pins": 16,
        "overflow": 0,
        "grt_antenna_before_repair": 0,
    },
    "flow_run": {
        "warnings": 29,
        "drv_cap": 0,
    },
    "hold_path": {
        "min_path_type": "reg -> reg",
    },
}
## critical path, delay by kind of cell
kind                       cells  cell delay [ns]
buffers and inverters          2             0.63
adders and majority gates      2             0.47
and+or+nand+nor                1             0.13
xor gates and xnor gates       1             0.18
AOI/OAI and AO/OA              3             0.94
## through the flow
step                      hold WS [ns]  total power, mW  worst slack (ns)
after floorplan                  0.420            0.423              1.15
after global placement           0.469            0.487             0.402
after detailed placement         0.467            0.491             0.356
after CTS                        0.486            0.629             0.621
after global routing             0.523            0.679             0.453
final                            0.483            0.622             0.644
## routing by layer
layer	up-vias	part of all wire, %
met4	0	0.75
met3	2	4.8
li1	381	-
met5	-	0
met2	15	42
met1	332	53
## kinds of logic (layout without fill, tap and decap cells)
logic type / Yosys count / after routing / share of synthesized area (%)
simple gates: 40 / 40 / 17.8
fa+ha+maj: 18 / 18 / 22.1
flops: 15 / 15 / 36.8
xor+xnor: 13 / 13 / 11.2
buf+inv: 13 / 20 / 5.52
compound gates: 11 / 11 / 6.63
## power by group through the flow
stage	clock network [mW]	registers [mW]	logic (mW)
final	0.134	0.277	0.211
after global routing	0.146	0.287	0.246
after CTS	0.137	0.276	0.216
## state kept, by name, summed over array words and instances (netlist names)
register and count:
clk_ticks 14, baud_clk 1
## worst paths after layout
| kind | slack, ns | start | cells after the start | end |
|---|---|---|---|---|
| worst min-delay path | 0.48 | baud_clk | 1 | baud_clk |
| max in group asynchronous | 2.29 | rst | 1 | clk_ticks[4] |
| worst max-delay path | 0.64 | baud_rate[0] | 9 | baud_clk |
| worst max register to register | 1.61 | clk_ticks[5] | 6 | baud_clk |
| worst min register to register | 0.48 | baud_clk | 1 | baud_clk |
| min in group asynchronous | 0.88 | rst | 1 | baud_clk |
## cell usage in the layout, fill, tap and decap left out, drive strengths merged
master         instances
a221o                  1
nor2                  19
nor3                   3
xnor2                  7
xor2                   6
clkdlybuf4s50          4
a211o                  1
ha                    18
nand2                  6
clkbuf                 4
o21ai                  3
inv                   12
nand4                  3
dfrtp                 15
nand3                  6
and4                   2
a21oi                  5
and3                   1
a21o                   1
## layout make-up
class                      instances  area (um^2)
tap                               72         90.1
multi-input combinational         82          588
inverter                          12         45.0
timing repair buffer               4         40.0
clock buffer                       4         45.0
fill                             607         4360
sequential                        15          375
Power figures rest on the tool's default switching activity, not on a simulated workload.
