$ cat config.mk
export PLATFORM = sky130hd
export DESIGN_NAME = parity
export DESIGN_NICKNAME = parity
export VERILOG_FILES = /design/flow/design.v
export SDC_FILE = /design/flow/constraint.sdc
export NUM_CORES = 4
export LEC_CHECK = 1
export CORE_AREA = 10 10 70 70
export DIE_AREA = 0 0 80 80
$ cat constraint.sdc
current_design parity

set clk_period 1.6
set clk_io_pct 0.2

create_clock -name clk0 -period $clk_period

set non_clock_inputs [all_inputs -no_clocks]
set_input_delay [expr $clk_period * $clk_io_pct] -clock clk0 $non_clock_inputs
set_output_delay [expr $clk_period * $clk_io_pct] -clock clk0 [all_outputs]
$ cat design.v
`timescale 1ns / 1ps
module parity( input wire rst , 
                input wire  [7:0]data , 
                input wire [1:0]parity_type , 
                output reg parity_bit );
          parameter ODD = 2'b01 ;
          parameter EVEN = 2'b10 ;
                always @(*) begin
                 parity_bit = !rst ? 1'b1 :
                (parity_type == ODD)  ? (^data? 1'b0 : 1'b1) :
               (parity_type == EVEN) ? (^data ? 1'b1 : 1'b0) :
                                       1'b1;  
end      
endmodule
$ cat run.sh
#!/bin/bash
# OpenROAD 26Q1-2900-gdf79404cd8, Yosys 0.63+post, stock flow scripts
make -C /OpenROAD-flow-scripts/flow DESIGN_CONFIG=/design/flow/config.mk WORK_HOME=/design/flow/orfs finish
==> impl_metrics.tcl <==
# place-and-route summary
set metrics [dict create \
    largest_area_cell "xnor2_1" \
    dr.first_iter.drc_count 0 \
    synth.most_common_cell "xnor2_1" \
    coreArea_um2 3420 \
    period_needed_ps 1660 \
    ios 12 \
    syn_to_final_growth_pct 296 \
    ys.warnings.count 1 \
    track_usage_pct 1.30 \
    cpPeakStageDelay_ps 330 \
    critical_path_required_ps 1280 \
    path_common_cell "xnor2_2" \
    worstPathCellList "buf_6, xnor2_2, xnor2_2, xnor2_1, mux2_1, buf_2" \
    avgSynthCellArea_um2 8.76 \
    endpoint_kind "output pin" \
    die_w_um 80 \
    overflow 0 \
    wl_met1_um 190 \
    finalSetupViolations 1 \
    routedWlPerCell_um 6.22 \
    grt_max_degree 3 \
    critPathBufInv 2 \
    finalClockPeriodUsage_pct 104 \
    drt_pass1_iterations 1 \
    vias_per_cell 1.57 \
    hold_class "in2out" \
    drc_errors 0 \
    synthTopCellsByArea "xnor2_1 70%, nand3b_1 17%, mux2_1 13%" \
    ys_cells 10 \
    gp_congestion 0.663 \
    arrival_ps 1340 \
    maxSlewHeadroom_pct 87.5 \
    cp_max_fo 1 \
    failed_checks "setup timing" \
    fp_util_pct 2.56 \
    vias 107 \
    syn_area_um2 87.6 \
    vdd_drop_max_v 0.0000752 \
    synth_seq_share_pct 0 \
    final_area_um2 347 \
    worst_path_max_delay_cell "mux2_1" \
    antenna_found_initial 0 \
    ant_nets 0 \
    fin_ws_ps -62.2 \
    fp.dieArea_um2 6400 \
    grt_pass1_wl_um 648 \
    leakage_nw 0.119 \
    cts_hold_buf 0 \
    setup-tns-final_ps -62.2 \
    n_clock_buffer 0 \
    whs_path_depth 6 \
    top_layer "met3" \
    wl_met2_um 174 \
    power.density_nw_per_um2 308 \
    drv_cap 0 \
    cts_setup_buffers 0 \
    hold_viol 0 \
    syn_inst 10 \
    worstMarginPinSlew_ps 186 \
    routed-wl-met3_um 58 \
    diodes 0 \
    wl_um 423 \
    seq_area_um2 0 \
    min-delay-start "data[2]" \
    tool_warnings 34 \
    hold_end "parity_bit" \
    io_buffers 12 \
    slew_violations 0 \
    path_class "in2out" \
    fp.dieH_um 80 \
    worst_path_dominant_cell_family "XOR/XNOR gates" \
    top_cell_area_share_pct 70.0 \
    ff_count 0 \
    drive_gt1_share_pct 68.2 \
    run_status "complete, but fails checks" \
    synthTopCellsByCount "7 x xnor2_1, 2 x nand3b_1, 1 x mux2_1" \
    rsz0062_at_grt "true" \
    worst_setup_path_start_kind "input pin" \
    place_area_um2 265 \
    std_cell_rows 21 \
    yosys-stat-area_um2 87.6 \
    synth_cell_types 3 \
    grt_pass1_vias 130 \
    fmax_ghz 0.602 \
]
[cells by family after synthesis]
kind of cell	synth area share, %
XOR/XNOR	70.0
multiplexers	12.9
AND/OR/NAND/NOR	17.1
[metrics by stage]
| step | instances | hold slack (ps) | power [W] | utilization (%) | worst slack (ps) |
|---|---|---|---|---|---|
| after floorplan | 10 | 774 | 0.0000353 | - | 219 |
| after global placement | 68 | 1720 | 0.0000764 | 7.77 | -794 |
| after detailed placement | 68 | 1720 | 0.0000759 | 7.77 | -777 |
| after CTS | 68 | 1290 | 0.000103 | 9.82 | -77.4 |
| after global routing | 68 | 1380 | 0.000117 | 10.1 | -160 |
| final | 68 | 1270 | 0.000107 | 10.1 | -62.2 |
[layout make-up]
cell class	instances	area, um2
fillers	401	3070
multi-input cells	10	166
well taps	46	57.6
repair buffers	12	123
[layer usage]
| layer | up-vias | track usage, % |
|---|---|---|
| li1 | 57 | - |
| met2 | 7 | 1.93 |
| met3 | 0 | 0.795 |
| met5 | - | 0 |
| met4 | 0 | 0 |
| met1 | 43 | 1.66 |
[worst max-delay path by stage]
stage / start / to / slack, ps / cells after the start
CTS: data[0] / parity_bit / -80 / 6
global route: data[0] / parity_bit / -160 / 6
finish: data[6] / parity_bit / -60 / 6
[where the power goes]
| group | switching [W] | internal (W) | total [W] |
|---|---|---|---|
| combinational | 0.0000339 | 0.0000728 | 0.000107 |
| sequential | 0 | 0 | 0 |
| clock | 0 | 0 | 0 |
[layout by cell type (no fill, tap or decap)]
cell | netlist | layout
buf_2 | 0 | 2
buf_4 | 0 | 1
buf_6 | 0 | 4
buf_8 | 0 | 2
clkdlybuf4s50_1 | 0 | 3
mux2_1 | 1 | 1
nand3b_1 | 2 | 2
xnor2_1 | 7 | 1
xnor2_2 | 0 | 3
xnor2_4 | 0 | 3
[repair_timing]
item / 4_1_cts / 5_1_grt
endpoints found under the hold margin: 0 / 0
pin swaps: 7 / 0
gates resized: 52 / 2
endpoints found under the setup margin: 1 / 1
Power and IR drop assume default switching activity.
